`./design.v`:
```
`timescale 1ns / 1ps
module Binary_to_Decimal(input [4:0] binary, output [5:0]decimal,[5:0]decimal_tens,[5:0]decimal_ones);
        integer i;
        integer dec;
        always @* begin
            dec=0;
            for (i=0;i<5;i=i+1)begin
                dec = dec + binary[i]*(2**i);
            end     
        end
        assign decimal=dec;
        assign decimal_tens=decimal/10;
        assign decimal_ones= decimal%10;
endmodule
module decimal_to_binary(input [5:0] decimal, output [3:0] binary);
    integer i;
    integer temp_binary;
    reg[5:0] temp_decimal;
    always @* begin
        temp_decimal=decimal;
        for (i=0;i<4;i=i+1)begin
            temp_binary[i]= temp_decimal%2;
            temp_decimal=temp_decimal/2;
        end
    end
    assign binary=temp_binary;
endmodule
module Binary_to_SSD(
    input [3:0] binary,
    output reg [6:0] SSD  
);
    always @* begin
        case (binary)
            4'b0000: SSD = 7'b1111110;  
            4'b0001: SSD = 7'b0110000;  
            4'b0010: SSD = 7'b1101101;  
            4'b0011: SSD = 7'b1111001;  
            4'b0100: SSD = 7'b0110011;  
            4'b0101: SSD = 7'b1011011;  
            4'b0110: SSD = 7'b1011111;  
            4'b0111: SSD = 7'b1110000;  
            4'b1000: SSD = 7'b1111111;  
            4'b1001: SSD = 7'b1111011;  
            default: SSD = 7'b1111111;  
        endcase
    end
endmodule
module SevenSegment(
    input [3:0] in,
    output reg [6:0] seg
);
    always @(*) begin
        case (in)
            4'h0: seg = ~7'b0000001;  
            4'h1: seg = ~7'b1001111;  
            4'h2: seg = ~7'b0010010;  
            4'h3: seg = ~7'b0000110;  
            4'h4: seg = ~7'b1001100;  
            4'h5: seg = ~7'b0100100;  
            4'h6: seg = ~7'b0100000;  
            4'h7: seg = ~7'b0001111;  
            4'h8: seg = ~7'b0000000;  
            4'h9: seg = ~7'b0000100;  
            default: seg = ~7'b1111111;  
        endcase
    end
endmodule
module ParkingSystem(
    input clk,            
    input reset,          
    input set_slots,      
    input [3:0] num_slots,  
    input start,          
    input inc_car,        
    input dec_car,        
    output [6:0] seg1,  
    output [6:0] seg2,   
    output [3:0] free_slots,
    output slow_clk
);
reg [27:0] count = 0;
reg slow_clk = 0;
always @(posedge clk or posedge reset) begin
    if (reset) begin
        count <= 0;
        slow_clk <= 0;
    end else begin
        count <= count + 1;
        if (count[27]) begin
            slow_clk <= ~slow_clk;
        end
    end
end
reg [3:0] total_slots = 0;  
reg [3:0] num_cars = 0;     
always @(posedge clk) begin      
    if (set_slots) begin
        total_slots <= num_slots;
    end
end
always @(posedge clk) begin          
    if (start) begin
        if (inc_car && (num_cars < total_slots))
            num_cars <= num_cars + 1;
        else if (dec_car && (num_cars > 0))
            num_cars <= num_cars - 1;
    end
end
assign free_slots = total_slots - num_cars;
wire [5:0] decimal,decimal_tens,decimal_ones;
wire [6:0] ssd_tens,ssd_ones;
wire [3:0] binary_tens,binary_ones;
Binary_to_Decimal BD1(free_slots,decimal,decimal_tens,decimal_ones);
decimal_to_binary DB1(decimal_tens,binary_tens);
decimal_to_binary DB2(decimal_ones,binary_ones);
Binary_to_SSD DB12(binary_tens,seg1);
Binary_to_SSD DB3(binary_ones,seg2);
endmodule
module temp_ParkingSystem(
    input clk,            
    input reset,          
    input set_slots,      
    input [3:0] num_slots,  
    input start,          
    input inc_car,        
    input dec_car,        
    output [6:0] seg1,  
    output [6:0] seg2,   
    output slow_clk,
    output [3:0]total_number_of_slots
);
    wire [3:0]free_slots;
    ParkingSystem dut(clk,reset, set_slots, num_slots,start,inc_car,dec_car,seg1,seg2,free_slots,slow_clk);
    assign total_number_of_slots=num_slots;
endmodule
```
`./run.sh`:
```
#!/bin/bash
# OpenROAD 26Q1-2900-gdf79404cd8, Yosys 0.63+post, stock flow scripts
make -C /OpenROAD-flow-scripts/flow DESIGN_CONFIG=/design/flow/config.mk WORK_HOME=/design/flow/orfs finish
```
`./config.mk`:
```
export PLATFORM = sky130hd
export DESIGN_NAME = temp_ParkingSystem
export DESIGN_NICKNAME = temp_ParkingSystem
export VERILOG_FILES = /design/flow/design.v
export SDC_FILE = /design/flow/constraint.sdc
export NUM_CORES = 4
export LEC_CHECK = 1
export CORE_UTILIZATION = 40
export SYNTH_HDL_FRONTEND = slang
```
`./constraint.sdc`:
```
current_design temp_ParkingSystem

set clk_period 4.8
set clk_io_pct 0.2

create_clock -name clk0 -period $clk_period [get_ports {clk}]

set non_clock_inputs [all_inputs -no_clocks]
set_input_delay [expr $clk_period * $clk_io_pct] -clock clk0 $non_clock_inputs
set_output_delay [expr $clk_period * $clk_io_pct] -clock clk0 [all_outputs]
```
==> results.cfg <==
; generated from flow reports
[outcome]
outcome = finished clean

[cts]
ctsResizeCount = 0
cts_tree = built
cts_setup_buffers = 0
cts-root-buf = clkbuf_8
clock_path_buffers = 2
cts_num_sinks = 37
hold_buffers = 0
h-tree-depth = 2
clk_latency_ns = 0.28
path_clk_slew_ns = 0.07
cts_buffers = 5

[logic_synthesis]
top_cells_by_area = dfrtp_1 34%, edfxtp_1 11%, xnor2_1 9.3%
yosysUniqueCellTypes = 46
yosysSeqAreaShare = 0.4470
ys_warn_count = 0
synthCells = 200
edf_count = 8
synth_top_area_share = 0.3358
flop_cell = dfrtp_1
yosys_cells = 200
ys_ff = 37
yosysChipArea_mm2 = 0.002161
avgSynthCellArea_um2 = 10.80
yosys.area.top_type = dfrtp_1
netlist_area_mm2 = 0.002161
async_flop_share = 0.7838

[critical_path]
path_delay_family = adder cells
path_class = reg -> out
crit_fanout = 5
r2r_slack_ns = 1.74
crit_end = seg2[0]
ff2ff_path_depth = 11
slowest_delay_ns = 0.46
crit_path_end_kind = primary output
path_cells = ha_1, inv_1, fa_1, xor2_2, inv_2, nor2_1, a21o_1, ha_1, o21ai_0, o32a_1, o22a_1, clkdlybuf4s50_1
critical_path_buf_inv_count = 3
cp_slowest_cell = fa_1
crit_arrival_ns = 3.44
worstPathRequired_ns = 3.84
start_kind = register
cpMostUsedCell = ha_1
rr_startpoint = dut.num_cars[0]
r2r_end = dut.num_cars[3]
crit_start = dut.num_cars[0]
path_depth = 12

[layout]
final_layout_size_suffix_gt1_frac = 0.1022
final_cell_mix = 29 x dfrtp_1, 25 x clkdlybuf4s50_1, 23 x xnor2_1, 14 x ha_1, 13 x inv_1
final_util = 0.4963
seq_area_um2 = 965.9
lay_top_count = dfrtp_1
syn2layout_area_growth_pct = 18.07
comb_area_mm2 = 0.001071
nFillCells = 501

[detailed_routing]
antenna_cells = 0
ant_nets = 0
via_per_inst = 4.847
drtIter0Drc = 30
dr.pass1.iters = 4
drc = 0
wire_per_inst_um = 11.95
route.vias.total = 1430
wl_mm = 3.524

[power]
clock_power_share = 0.195
p_int_uw = 951.4
pwr-share-seq = 0.258
pwr-share-comb = 0.547
sw_frac_of_total = 0.3233
finalPower_mw = 1.406
p_switching_uw = 454.6
ir_worst_vdd_v = 0.0003151
leakage_nw = 1.105
p_per_area_mw_per_mm2 = 551.1

[job]
tool_warnings = 29
drv_cap = 0

[timing]
worstMarginPinSlew_ns = 0.6073
finClkSkew_ns = 0.006603
slew_viol_final = 0
slew_headroom = 0.5915
final-hold-violation-count = 0
hold-worst-slack_ns = 0.4458
fin_tns_setup_ns = 0
clock.fmax_ghz = 0.2275
rsz0062_at_grt = no
fin_crit_ns = 4.396
fin_crit_sh = 0.9158
finalSetupViolCount = 0
layout_setup_ws_ns = 0.4040

[grt]
grt_max_degree = 30
antenna_found_initial = 0
grt_util_all_layers = 0.1490
grt-ovfl-total = 0
grt_pass1_vias = 1423
grt_pass1_wl_mm = 6.258

[min_path]
hold_class = reg -> reg

[floorplanning]
chip_area_mm2 = 0.005700
fp.dieW_um = 75.50
placementRows = 26
die_h_um = 75.50
core_area_mm2 = 0.005140
fp-utilization = 0.4204
ios = 29

[placed_design]
io_buffers = 25
hpwlAfterDp_mm = 2.562
pre_cts_ws_ns = 0.7348
place_congestion = 0.7985
per-stage QoR:
stage / instances / instance area [um^2]
floorplan: 201 / 2165
global placement: 287 / 2435
detailed placement: 287 / 2435
CTS: 295 / 2551
global route: 295 / 2551
finish: 295 / 2551
worst min-delay path by stage:
stage | startpoint | cells past startpoint | slack (ns) | to
5_1_grt | dut.count[0] | 1 | 0.47 | dut.count[0]
6_report | dut.count[0] | 1 | 0.45 | dut.count[0]
4_1_cts | dut.count[0] | 1 | 0.45 | dut.count[0]
power by group through the flow:
stage | Clock (mW) | Combinational (mW) | Sequential (mW)
final | 0.275 | 0.769 | 0.362
after global routing | 0.302 | 0.882 | 0.364
after CTS | 0.285 | 0.777 | 0.362
layer usage:
metal | wire length, um | global-route usage | up-vias
met5 | 0 | 0 | -
met4 | 48 | 0.02058 | 0
met3 | 145 | 0.03351 | 4
met2 | 1522 | 0.2351 | 32
met1 | 1809 | 0.2277 | 665
li1 | - | - | 729
sequential cells by signal, indices dropped and copies added, names as in the netlist:
| register | count |
|---|---|
| dut.num_cars | 4 |
| dut.total_slots | 4 |
| dut.slow_clk | 1 |
| dut.count | 28 |
kinds of logic (layout without fill, tap and decap cells):
group,after synthesis,after routing,share of synthesized area
simple gates,62,62,0.1644
flops,37,37,0.4470
xor+xnor,31,31,0.1291
compound gates,27,27,0.09033
buf+inv,24,48,0.05906
fa+ha+maj,16,16,0.09960
other cells,2,3,0.003476
mux,1,1,0.006946
final cells by class:
| cell class | instances | share of cell area |
|---|---|---|
| tap | 70 | 0.03433 |
| inverter | 14 | 0.02060 |
| multi-input combinational | 140 | 0.4198 |
| clock buffer | 7 | 0.03384 |
| clock inverter | 1 | 0.01177 |
| timing repair buffer | 26 | 0.1010 |
| sequential | 37 | 0.3786 |
synth_stat cells, drive strengths merged, types with 2 or more instances:
cell type  count
nand2         12
xor2           8
a21o           3
nand4          5
and4           2
nor2          10
ha            14
o211ai         2
nor3b          2
nand3b         2
and3           5
xnor2         23
nor3           6
dfrtp         29
a21oi          8
buf           10
inv           14
fa             2
nand3         12
nand2b         2
edfxtp         8
o21ai          6
conb           2
Power figures rest on the tool's default switching activity, not on a simulated workload.
